<file path="flow/design.v">
 module ALUbitN(
	input a_i,
	input b_i,
	input c_i,
	input invert_i,
	input less_i,
	input lessu_i,
	input [3:0] operacion_i,
	output reg resultado_o,
	output c_o,
	output set_o
 );
	wire ab1_w;  
	wire ab2_w;  
	wire ab3_w;  
	wire nob_w; 
	wire selb_w; 
	wire salidasum_w;
	assign ab1_w = a_i & selb_w;
	assign ab2_w = a_i | selb_w;
	assign ab3_w = a_i ^ selb_w;
	assign nob_w = ~b_i;
	assign selb_w = (invert_i) ? nob_w : b_i;
	Fulladder falbit(
		.a_i		(a_i),
		.b_i		(selb_w),
		.c_i		(c_i),
		.c_o		(c_o),
		.s_o		(salidasum_w)
	);
	assign set_o=salidasum_w;
	always@(*)
	begin
		case(operacion_i)
			4'b0000: resultado_o = ab1_w;  
			4'b0001: resultado_o = ab2_w;  
			4'b0010: resultado_o = salidasum_w;  
			4'b0011: resultado_o = less_i;  
			4'b0100: resultado_o = ab3_w;  
			4'b0101: resultado_o = lessu_i;  
			4'b0110: resultado_o = a_i;  
			4'b0111: resultado_o = a_i;  
			4'b1000: resultado_o = a_i;  
			default: resultado_o = 1'b0;
		endcase
	end
 endmodule
module ALUNBits #(
	parameter	N = 4
)
(
	input 			[N-1:0] a_i,
	input 			[N-1:0] b_i,
	input 			c_i,
	input 			invert_i,
	input 			less_i,
	input 			[3:0] operacion_i,
	output reg	 	[N-1:0] resultado_o,
	output 			c_o,
	output 			zeroflag_o
);
	wire   [N:0]   carries_w;
	wire	 set_o;
	assign carries_w[0] = c_i;
	wire	 [N-1:0] restmp_w;
	assign zeroflag = ~|(resultado_o);
	genvar i;
	generate
		for(i = 0; i < N; i = i + 1)
			begin:alubucle
				case(i)
					0:
						ALUbitN ALU1Bit(
							.a_i				(a_i[i]),
							.b_i				(b_i[i]),
							.c_i				(carries_w[i]),
							.invert_i		(invert_i),
							.less_i			(set_o),
							.lessu_i			(~carries_w[N]),
							.operacion_i	(operacion_i),
							.resultado_o	(restmp_w[i]),
							.c_o				(carries_w[i+1])
						);
					N-1:
						ALUbitN ALUBitN_1(
							.a_i				(a_i[i]),
							.b_i				(b_i[i]),
							.c_i				(carries_w[i]),
							.invert_i		(invert_i),
							.less_i			(1'b0),
							.lessu_i			(1'b0),
							.operacion_i	(operacion_i),
							.resultado_o	(restmp_w[i]),
							.c_o				(carries_w[i+1]),
							.set_o			(set_o)
						);
					default:
						ALUbitN ALUBitX(
							.a_i				(a_i[i]),
							.b_i				(b_i[i]),
							.c_i				(carries_w[i]),
							.invert_i		(invert_i),
							.less_i			(1'b0),
							.lessu_i			(1'b0),
							.operacion_i	(operacion_i),
							.resultado_o	(restmp_w[i]),
							.c_o				(carries_w[i+1])
						);
				endcase
			end
	endgenerate
	always@(*)
	begin
		case(operacion_i)
			4'b0110: resultado_o = restmp_w >> b_i;  
			4'b0111: resultado_o = restmp_w << b_i;  
			4'b1000: resultado_o = restmp_w >>> b_i;  
			default: resultado_o = restmp_w;  
		endcase
	end
	assign c_o = carries_w[N];
endmodule
module ALU_freq (
	input [2:0] addra_i,
	input [2:0] addrb_i,
	input c_i,
	input invert_i,
	input [2:0] operacion_i,
	input	 [1:0] seloperacion_i,
	input clk_i,
	input async_reset_i,
	output	c_o,
	output	ex_zeroflag_o
);
	wire	[31:0] opea_w;
	wire	[31:0] opeb_w;
	reg 	[31:0] monitor_o;
	wire 	[31:0] salida_o;
	wire	[31:0] Qopea_w;
	wire	[31:0] Qopeb_w;
	wire 	Qc_i;
	wire 	Qinvert_i;
	wire 	[2:0] Qoperacion_i;
	wire 	Qc_o;
	wire 	[2:0] Qsalida_o;
	wire 	Qbranch_flag_o;
	memoria_a mema(
		.addr_i		(addra_i),
		.operador_o	(opea_w)
	);
	memoria_b memb(
		.addr_i		(addrb_i),
		.operador_o	(opeb_w)
	);
	PrimerFlipFlop FFin(
		.clk_i(clk_i),
		.async_reset_i(async_reset_i), 
		.Da_i(opea_w), 
		.Db_i(opeb_w), 
		.Dc_i(c_i),
		.Doperacion_i(operacion_i), 
		.Dinvert_i(invert_i), 
		.Qa_o(Qopea_w), 
		.Qb_o(Qopeb_w), 
		.Qc_o(Qc_i),
		.Qoperacion_o(Qoperacion_i),
		.Qinvert_o(Qinvert_i)
	);
	ALUNBits #(
		.N	(32)
	)
	ALUNBits(
		.a_i				(Qopea_w),
		.b_i				(Qopeb_w),
		.c_i				(Qc_i),
		.invert_i		(Qinvert_i),
		.operacion_i	(Qoperacion_i),
		.resultado_o	(salida_o),
		.c_o				(c_o),
		.zeroflag_o		(ex_zeroflag_o)
	);
	always @(*)
	begin
		case (seloperacion_i)
			2'b00:
				monitor_o = salida_o;
			2'b01:
				monitor_o = opea_w;
			2'b10:
				if (invert_i)
					monitor_o	= ~opeb_w;
				else
					monitor_o	= opeb_w;
			default:
				monitor_o = 32'b0;
		endcase
	end
	SegundoFlipFlop FFout(	
		.clk_i(clk_i),
		.async_reset_i(async_reset_i),
		.Dc_i(c_o), 
		.Dsalida_i(salida_o), 
		.Dbranch_flag_o(ex_zeroflag_o), 
		.Qc_o(Qc_o),
		.Qsalida_o(Qsalida_o),
		.Qbranch_flag_o(Qbranch_flag_o)
	);
endmodule
module Fulladder(
	input	a_i,
	input b_i,
	input c_i,
	output c_o,
	output s_o
);
 wire axorb_w;
 assign axorb_w = a_i ^ b_i;
 wire canda_w;
 wire candb_w;
 wire banda_w;
 assign canda_w = c_i & a_i;
 assign candb_w = c_i & b_i;
 assign banda_w = b_i & a_i;
 assign s_o = c_i ^ axorb_w;
 assign c_o = canda_w | candb_w | banda_w;
endmodule
module PrimerFlipFlop(
	input clk_i,
	input async_reset_i, 
	input [31:0] Da_i, 
	input [31:0] Db_i, 
	input Dc_i,
	input [2:0] Doperacion_i, 
	input Dinvert_i, 
	output reg [31:0] Qa_o, 
	output reg [31:0] Qb_o, 
	output reg Qc_o,
	output reg [2:0] Qoperacion_o,
	output reg Qinvert_o
);
	always @(posedge clk_i,negedge async_reset_i) 
		begin
			 if(async_reset_i == 1'b0) begin
				  Qa_o <= 1'b0; 
				  Qb_o <= 1'b0;
				  Qc_o <= 1'b0;
				  Qoperacion_o <= 1'b0;
				  Qinvert_o <= 1'b0;
			 end else begin
				  Qa_o <= Da_i; 
				  Qb_o <= Db_i; 
				  Qc_o <= Dc_i; 
				  Qoperacion_o <= Doperacion_i; 
				  Qinvert_o <= Dinvert_i; 
			 end
		end
endmodule 
module SegundoFlipFlop(
	input clk_i,
	input async_reset_i, 
	input Dc_i, 
	input [31:0] Dsalida_i, 
	input Dbranch_flag_o, 
	output reg Qc_o,
	output reg [31:0] Qsalida_o,
	output reg Qbranch_flag_o
);
	always @(posedge clk_i,negedge async_reset_i) 
		begin
			 if(async_reset_i == 1'b0) begin
				  Qc_o <= 1'b0;
				  Qsalida_o <= 1'b0;
				  Qbranch_flag_o <= 1'b0;
			 end else begin
				  Qc_o <= Dc_i; 
				  Qsalida_o <= Dsalida_i; 
				  Qbranch_flag_o <= Dbranch_flag_o;
			 end
		end
endmodule 
module memoria_a (
	input 	[2:0] addr_i,
	output 	[31:0] operador_o
);
	reg [31:0] memory [2**3-1:0];
	initial
	begin
		memory [0] = 32'b0011_0101_0000_1111_0110_1001_1001_0010;
		memory [1] = 32'b0000_0000_0000_0000_0000_0000_0000_0001;
		memory [2] = 32'h8000_0000;
	end
	assign operador_o = memory[addr_i];
endmodule
module memoria_b (
	input 	[2:0] addr_i,
	output 	[31:0] operador_o
);
	reg [31:0] memory [2**3-1:0];
	initial
	begin
		memory [0] = 32'b1111_1111_0000_0000_1111_1111_0000_0000;
		memory [1] = 32'b0011_0101_0000_1111_0110_1001_1001_0011;
		memory [2] = 32'h8000_0000;
		memory [3] = 32'h0;
		memory [4] = 32'h1;
		memory [5] = 32'h8;
		memory [6] = 32'd31;
	end
	assign operador_o = memory[addr_i];
endmodule
</file>
<file path="flow/run.sh">
#!/bin/bash
# OpenROAD 26Q1-2900-gdf79404cd8, Yosys 0.63+post, stock flow scripts
make -C /OpenROAD-flow-scripts/flow DESIGN_CONFIG=/design/flow/config.mk WORK_HOME=/design/flow/orfs finish
</file>
<file path="flow/config.mk">
export PLATFORM = sky130hd
export DESIGN_NAME = ALU_freq
export DESIGN_NICKNAME = ALU_freq
export VERILOG_FILES = /design/flow/design.v
export SDC_FILE = /design/flow/constraint.sdc
export NUM_CORES = 4
export LEC_CHECK = 1
export CORE_AREA = 10 10 70 70
export DIE_AREA = 0 0 80 80
</file>
<file path="flow/constraint.sdc">
current_design ALU_freq

set clk_period 1.5
set clk_io_pct 0.2

create_clock -name clk0 -period $clk_period [get_ports {clk_i}]

set non_clock_inputs [all_inputs -no_clocks]
set_input_delay [expr $clk_period * $clk_io_pct] -clock clk0 $non_clock_inputs
set_output_delay [expr $clk_period * $clk_io_pct] -clock clk0 [all_outputs]
</file>
==> Changelog: implementation <==
## Implementation

- Status: finished with violations
- Failing checks: setup timing
- Antenna violations before repair: 0
- CTS Buffer Depth: 2
- Total GRT Usage: 0.0279
- Drt pass-1 iters: 2
- Slowest cell delay on critical path: 0.37 ns
- Unrepaired setup endpoints after global routing: yes
- Fin crit share: 1.23
- Sequential power share: 0.581
- Post-Place Cells: 98
- Drt total wl: 782 microns
- Layout area overhead: 40.7%
- Total CTS buffers: 3
- Worst Setup End Kind: primary output
- HP Class: input port to async pin
- Vias in the first global route: around 370
- Routed vias: about 310
- First-pass GRT wire length: 1450 microns
- Static Leak: between 0.3 and 0.4 nW
- CP max FO: 1
- Logic pwr share: 0.115
- Critical path startpoint category: flop
- Setup violations, final: 1
- Final hold violation count: 0
- Kind of critical path: flop to primary output
- Worst slack at placement: -0.397 ns
- Drt first-iter violations: 17
- DRC: 0
- DR vias/cell: roughly 3
- Critical path, cell by cell: maj3_2, a22oi_2, nor2_1, maj3_2, buf_2
- CP arrival: 1.54 ns
- Final ANT Viol Nets: 0
- Die area: 6400 sq um
- Finished Layout Cells: 102
- Largest net degree at the start of global routing: 14
- I/O Buffers: 9
- Clock share of power: 0.304
- Row count: 21
- Die H: approximately 80 microns
- Die W: around 80 microns
- CTS tree: done
- Internal: 0.518 mW
- Hold_buf cts: 0
- Dpl hpwl: 658 microns
- Total Power: 0.651 mW
- Yosys synthesis chip area: 483 sq um
- Tool warnings: 33
- Total I/O pin count: 17
- Clk root buf: clkbuf_4
- CTS clock-pin slew for the worst setup and hold paths: around 0.07 ns
- Most frequent logic cell in the layout: dfrtp_1
- Post-DP Area: 653 sq um
- Core Region: 3420 sq um
- Final setup margin: -0.340 ns
- Grt ovf: 0
- Cells after Synth: 40
- FF+latch count, synth: 13
- Ant. Diodes: 0
- Max-Cap Viols: 0
- Core Util at FP: 0.141
- Finished Cell Area: slightly below 700 sq um
- Switching Fraction: 0.204
- Syn avg cell area: 12.1 sq um
- Clock sink count: 13
- Share of cells above drive strength 1: 0.214
- Post-synth cell types: 18
- Fin util: 0.199
- Most common cell on crit path: maj3_2
- Warnings, synthesis: 11
- Crit path time final: between 1.5 and 2 ns
- Worst VDD drop: 0.183 mV
- Drt wl/cell: 7.67 microns
- Seq share, synth: 0.674
- H-tree Lvls: 1
- Sw power: 0.133 mW
- Max Transition Viols Final: 0
- Worst path slowest cell: dfrtp_1
- Most frequent cells in the layout: 13 x dfrtp_1, 8 x clkdlybuf4s50_1, 5 x nor2_1
- Peak Freq: 544 MHz
- Cells in synth_stat.txt: roughly 40
- Mapped cell area: 483 sq um
- Gpl congestion: just under 0.7
- Crit path DRT: 1.20 ns
- Pwr Density: about 960 nW/um^2
registers in the layout, summed over array words and instances (netlist names):
register        count
FFin.Qb_o           8
FFin.Qa_o           3
FFin.Qc_o           1
FFin.Qinvert_o      1
power groups by stage:
stage	sequential, mW	clock (mW)	combinational [mW]
5_1_grt	0.380	0.221	0.0859
6_report	0.378	0.198	0.0751
4_1_cts	0.378	0.214	0.0748
cell usage after synthesis:
master	instances	area (sq um)
dfrtp_1	13	325
nor2_1	5	18.8
inv_1	3	11.3
nand2_1	3	11.3
a22oi_1	2	15.0
maj3_2	2	22.5
and2_1	1	6.26
buf_4	1	7.51
conb_1	1	3.75
mux2i_1	1	10.0
nand4_1	1	6.26
nor2b_1	1	6.26
nor3_1	1	5.00
nor4_1	1	6.26
o21a_1	1	7.51
o21ai_0	1	5.00
or2_2	1	6.26
xor2_1	1	8.76
per-layer routing:
layer,track usage,share of wire
met1,0.0303,0.43
met2,0.0449,0.47
met3,0.0170,0.098
met4,0.00704,0
met5,0,0
what timing repair did:
action,in CTS,in global routing
buffers inserted,0,0
pin swaps,3,0
resized,3,1
setup endpoints to repair,1,1
area by class of cell:
cell class	count	area (sq um)
fillers	372	2740
multi-input cells	23	144
inverters	3	11.3
flip-flops and latches	13	325
repair buffers	13	115
well taps	46	57.6
clock buffers	4	26.3
cell families (layout without fill, tap and decap cells):
logic type	count (synthesis)	in the layout	synth area share
flops	13	13	0.674
other cells	1	1	0.00776
simple gates	14	14	0.137
fa+ha+maj	2	2	0.0466
mux	1	1	0.0207
buf+inv	4	20	0.0389
xor+xnor	1	1	0.0181
compound gates	4	4	0.0570
critical path: cells and delay by family, from the launching register on:
family	cells	cell delay (ns)
DFF	1	0.37
AOI/OAI and AO/OA	1	0.15
adders and majority gates	2	0.59
buffers and inverters	1	0.11
and+or+nand+nor	1	0.06
path summary, 6_finish.rpt:
| kind | depth (start not counted) | slack [ns] | from | endpoint |
|---|---|---|---|---|
| setup / recovery | 5 | -0.34 | FFin.Qc_o | c_o |
| min in group clk0 | 1 | 0.48 | c_i | FFin.Qc_o |
| max in group asynchronous | 2 | 1.01 | async_reset_i | FFin.Qinvert_o |
| hold / removal | 2 | 0.33 | async_reset_i | FFin.Qb_o[3] |
through the flow:
stage,setup TNS [ns],hold WS [ns]
2_1_floorplan,0,0.00441
3_3_place_gp,-0.398,0.622
3_5_place_dp,-0.397,0.623
4_1_cts,-0.377,0.326
5_1_grt,-0.414,0.344
6_report,-0.340,0.335
Power figures rest on the tool's default switching activity, not on a simulated workload.
