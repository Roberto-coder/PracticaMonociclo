==> flow/design.v <==
 module ALUbitN(
	input a_i,
	input b_i,
	input c_i,
	input invert_i,
	input less_i,
	input lessu_i,
	input [3:0] operacion_i,
	output reg resultado_o,
	output c_o,
	output set_o
 );
	wire ab1_w;  
	wire ab2_w;  
	wire ab3_w;  
	wire nob_w; 
	wire selb_w; 
	wire salidasum_w;
	assign ab1_w = a_i & selb_w;
	assign ab2_w = a_i | selb_w;
	assign ab3_w = a_i ^ selb_w;
	assign nob_w = ~b_i;
	assign selb_w = (invert_i) ? nob_w : b_i;
	Fulladder falbit(
		.a_i		(a_i),
		.b_i		(selb_w),
		.c_i		(c_i),
		.c_o		(c_o),
		.s_o		(salidasum_w)
	);
	assign set_o=salidasum_w;
	always@(*)
	begin
		case(operacion_i)
			4'b0000: resultado_o = ab1_w;  
			4'b0001: resultado_o = ab2_w;  
			4'b0010: resultado_o = salidasum_w;  
			4'b0011: resultado_o = less_i;  
			4'b0100: resultado_o = ab3_w;  
			4'b0101: resultado_o = lessu_i;  
			4'b0110: resultado_o = a_i;  
			4'b0111: resultado_o = a_i;  
			4'b1000: resultado_o = a_i;  
			default: resultado_o = 1'b0;
		endcase
	end
 endmodule
module ALUNBits #(
	parameter	N = 4
)
(
	input 			[N-1:0] a_i,
	input 			[N-1:0] b_i,
	input 			c_i,
	input 			invert_i,
	input 			less_i,
	input 			[3:0] operacion_i,
	output reg	 	[N-1:0] resultado_o,
	output 			c_o,
	output 			zeroflag_o
);
	wire   [N:0]   carries_w;
	wire	 set_o;
	assign carries_w[0] = c_i;
	wire	 [N-1:0] restmp_w;
	assign zeroflag = ~|(resultado_o);
	genvar i;
	generate
		for(i = 0; i < N; i = i + 1)
			begin:alubucle
				case(i)
					0:
						ALUbitN ALU1Bit(
							.a_i				(a_i[i]),
							.b_i				(b_i[i]),
							.c_i				(carries_w[i]),
							.invert_i		(invert_i),
							.less_i			(set_o),
							.lessu_i			(~carries_w[N]),
							.operacion_i	(operacion_i),
							.resultado_o	(restmp_w[i]),
							.c_o				(carries_w[i+1])
						);
					N-1:
						ALUbitN ALUBitN_1(
							.a_i				(a_i[i]),
							.b_i				(b_i[i]),
							.c_i				(carries_w[i]),
							.invert_i		(invert_i),
							.less_i			(1'b0),
							.lessu_i			(1'b0),
							.operacion_i	(operacion_i),
							.resultado_o	(restmp_w[i]),
							.c_o				(carries_w[i+1]),
							.set_o			(set_o)
						);
					default:
						ALUbitN ALUBitX(
							.a_i				(a_i[i]),
							.b_i				(b_i[i]),
							.c_i				(carries_w[i]),
							.invert_i		(invert_i),
							.less_i			(1'b0),
							.lessu_i			(1'b0),
							.operacion_i	(operacion_i),
							.resultado_o	(restmp_w[i]),
							.c_o				(carries_w[i+1])
						);
				endcase
			end
	endgenerate
	always@(*)
	begin
		case(operacion_i)
			4'b0110: resultado_o = restmp_w >> b_i;  
			4'b0111: resultado_o = restmp_w << b_i;  
			4'b1000: resultado_o = restmp_w >>> b_i;  
			default: resultado_o = restmp_w;  
		endcase
	end
	assign c_o = carries_w[N];
endmodule
module ALUNBits_FPGA(
	input [2:0] addra_i,
	input [2:0] addrb_i,
	input c_i,
	input invert_i,
	input [3:0] operacion_i,
	output [6:0] disp0_o,
	output [6:0] disp1_o,
	output [6:0] disp2_o,
	output [6:0] disp3_o,
	output [6:0] disp4_o,
	output [6:0] disp5_o,
	output [6:0] disp6_o,
	output [6:0] disp7_o,
	output		 c_o,
	input	 [1:0] seloperacion_i
);
	wire	[31:0] opea_w;
	wire	[31:0] opeb_w;
	reg 	[31:0] monitor_o;
	wire 	[31:0] salida_o;
	memoria_a mema(
		.addr_i		(addra_i),
		.operador_o	(opea_w)
	);
	memoria_b memb(
		.addr_i		(addrb_i),
		.operador_o	(opeb_w)
	);
	ALUNBits #(
		.N	(32)
	)
	ALUNBits(
		.a_i				(opea_w),
		.b_i				(opeb_w),
		.c_i				(c_i),
		.invert_i		(invert_i),
		.operacion_i	(operacion_i),
		.resultado_o		(salida_o),
		.c_o				(c_o)
	);
	Disp7segs	Disp0(
	.entrada_i	(monitor_o[3:0]),
	.monitor_o	(disp0_o)
	);
	Disp7segs	Disp1(
	.entrada_i	(monitor_o[7:4]),
	.monitor_o	(disp1_o)
	);
	Disp7segs	Disp2(
	.entrada_i	(monitor_o[11:8]),
	.monitor_o	(disp2_o)
	);
	Disp7segs	Disp3(
	.entrada_i	(monitor_o[15:12]),
	.monitor_o	(disp3_o)
	);
	Disp7segs	Disp4(
	.entrada_i	(monitor_o[19:16]),
	.monitor_o	(disp4_o)
	);
	Disp7segs	Disp5(
	.entrada_i	(monitor_o[23:20]),
	.monitor_o	(disp5_o)
	);
	Disp7segs	Disp6(
	.entrada_i	(monitor_o[27:24]),
	.monitor_o	(disp6_o)
	);
	Disp7segs	Disp7(
	.entrada_i	(monitor_o[31:28]),
	.monitor_o	(disp7_o)
	);
	always @(*)
	begin
		case (seloperacion_i)
			2'b00:
				monitor_o = salida_o;
			2'b01:
				monitor_o = opea_w;
			2'b10:
				if (invert_i)
					monitor_o	= ~opeb_w;
				else
					monitor_o	= opeb_w;
			default:
				monitor_o = 32'b0;
		endcase
	end
endmodule
module Disp7segs	(
	input [3:0] entrada_i,
	output reg [6:0] monitor_o
);
	always @(*)
	begin
		case (entrada_i)
		4'b0000:		 	 
			monitor_o=7'b1000000; 
		4'b0001:
			monitor_o=7'b1111001; 
		4'b0010:
			monitor_o=7'b0100100; 
		4'b0011:
			monitor_o=7'b0110000; 
		4'b0100:
			monitor_o=7'b0011001; 
		4'b0101:
			monitor_o=7'b0010010; 
		4'b0110:
			monitor_o=7'b0000010; 
		4'b0111:
			monitor_o=7'b0111000; 
		4'b1000:
			monitor_o=7'b0000000; 
		4'b1001:
			monitor_o=7'b0011000; 
		4'b1010:
			monitor_o=7'b0001000; 
		4'b1011:
			monitor_o=7'b0000011; 
		4'b1100:
			monitor_o=7'b1000110; 
		4'b1101:
			monitor_o=7'b0100001; 
		4'b1110:
			monitor_o=7'b0000110; 
		4'b1111:
			monitor_o=7'b0001110; 
		endcase
	end
endmodule
module Fulladder(
	input	a_i,
	input b_i,
	input c_i,
	output c_o,
	output s_o
);
 wire axorb_w;
 assign axorb_w = a_i ^ b_i;
 wire canda_w;
 wire candb_w;
 wire banda_w;
 assign canda_w = c_i & a_i;
 assign candb_w = c_i & b_i;
 assign banda_w = b_i & a_i;
 assign s_o = c_i ^ axorb_w;
 assign c_o = canda_w | candb_w | banda_w;
endmodule
module memoria_a (
	input 	[2:0] addr_i,
	output 	[31:0] operador_o
);
	reg [31:0] memory [2**3-1:0];
	initial
	begin
		memory [0] = 32'b0011_0101_0000_1111_0110_1001_1001_0010;
		memory [1] = 32'b0000_0000_0000_0000_0000_0000_0000_0001;
		memory [2] = 32'h8000_0000;
	end
	assign operador_o = memory[addr_i];
endmodule
module memoria_b (
	input 	[2:0] addr_i,
	output 	[31:0] operador_o
);
	reg [31:0] memory [2**3-1:0];
	initial
	begin
		memory [0] = 32'b1111_1111_0000_0000_1111_1111_0000_0000;
		memory [1] = 32'b0011_0101_0000_1111_0110_1001_1001_0011;
		memory [2] = 32'h8000_0000;
		memory [3] = 32'h0;
		memory [4] = 32'h1;
		memory [5] = 32'h8;
		memory [6] = 32'd31;
	end
	assign operador_o = memory[addr_i];
endmodule
==> flow/run.sh <==
#!/bin/bash
# OpenROAD 26Q1-2900-gdf79404cd8, Yosys 0.63+post, stock flow scripts
make -C /OpenROAD-flow-scripts/flow DESIGN_CONFIG=/design/flow/config.mk WORK_HOME=/design/flow/orfs finish
==> flow/config.mk <==
export PLATFORM = sky130hd
export DESIGN_NAME = ALUNBits_FPGA
export DESIGN_NICKNAME = ALUNBits_FPGA
export VERILOG_FILES = /design/flow/design.v
export SDC_FILE = /design/flow/constraint.sdc
export NUM_CORES = 4
export LEC_CHECK = 1
export CORE_UTILIZATION = 50
==> flow/constraint.sdc <==
current_design ALUNBits_FPGA

set clk_period 9.7
set clk_io_pct 0.2

create_clock -name clk0 -period $clk_period

set non_clock_inputs [all_inputs -no_clocks]
set_input_delay [expr $clk_period * $clk_io_pct] -clock clk0 $non_clock_inputs
set_output_delay [expr $clk_period * $clk_io_pct] -clock clk0 [all_outputs]
==> results.toml <==
# generated from flow reports
[drt]
antenna-diode-count = 0
post_drt_wl_per_cell_um = 25.4
drc_errors = 0
drt_iter0_drc = 885
wirelength_um = 28000
ant_nets = 0
avgViaCountPerCell = 6.72
vias = 7419
drt-pass1-iter-count = 8

[worst_setup_path]
cp_num_buf_inv = 11
path_delay_family = "adder cells"
path_max_fanout = 3
cp.arrival_ns = 12.43
cp_slowest_stage_delay_ns = 0.42
worstSetupPathType = "in -> out"
cpMaxStageDelayCell = "fa_1"
end_kind = "primary output"
crit_top_cell = "fa_2"
startpoint_type = "input port"
crit_required_ns = 7.76

[finish]
clkbuf_count = 0
drive_gt1_share_pct = 50.6
fillers = 406
mostFrequentLayoutCell = "buf_4"
area_growth_pct = 70.2
regArea_um2 = 0
ff_count = 0
final_util_pct = 87.3
mostFrequentLayoutCells = "buf_4, nand2_1, buf_6, nor2_1, inv_1"
comb_area_um2 = 5530
stdcell_count = 1104

[die]
core_area_um2 = 9730
fp.dieH_um = 102
ioPinCount = 71
initCoreUtil_pct = 51.3
chipArea_um2 = 10400
die.size.x_um = 102
rows = 36

[logic_synthesis]
ys_seq_share_pct = 0
syn_area_per_cell_um2 = 7.13
ys_area_um2 = 4990
ys.warnings.count = 7
ys_types = 90
synthCells = 700
ys_cells = 700
syn-cell-area_um2 = 4990

[timing]
worst_pin_slew_ns = 1.20
slew_headroom_pct = 19.5
min_period_over_period_pct = 148
clock.fmax_mhz = 69.6
rsz0062_at_grt = "yes"
setup_viol = 57
drv_slew = 0
fin_crit_ns = 14.37
fin_ws_ns = -4.67
hold_viol = 0

[power]
total_leakage_power_nw = 3.79
vdd_drop_max_uv = 50.9
cellPowerDensity_nw_per_um2 = 72.4

[run]
cap_violations = 0
tool_warnings = 84

[hold_path]
worstHoldPathType = "in -> out"

[placement]
port_buffers = 70
gp_congestion = 1.05
dp_hpwl_um = 15200
placed_cells = 1015

[global_routing]
overflow = 0
grt_pass1_wl_um = 38100
grt_pass1_vias = 6814
antenna_found_initial = 0
grtUsageTotal_pct = 49.6
grt_max_degree = 24

[outcome]
status = "complete, but fails checks"
violations = "setup timing"

[cts]
cts_hold_buf = 0
cell usage after synthesis, types with 4 or more instances:
cell / number / area [um2]
xnor2_1: 9 / 78.8
a21oi_1: 39 / 195
and3b_1: 4 / 35.0
nand2b_1: 12 / 75.1
nand4_1: 10 / 62.6
nor4bb_1: 5 / 50.1
o31ai_1: 6 / 45.0
mux2_2: 5 / 56.3
and2_1: 11 / 68.8
a211oi_1: 13 / 97.6
o21ai_0: 39 / 195
fa_1: 20 / 400
nor2b_1: 11 / 68.8
nand3b_1: 5 / 37.5
a21o_1: 4 / 30.0
buf_4: 6 / 45.0
a31o_2: 9 / 78.8
buf_6: 4 / 45.0
nor3_1: 12 / 60.1
o22ai_1: 15 / 93.8
ha_1: 63 / 788
o21a_1: 6 / 45.0
nor2_1: 58 / 218
o211ai_1: 12 / 90.1
o21ai_1: 7 / 35.0
nor3b_1: 4 / 30.0
inv_1: 59 / 221
clkbuf_1: 17 / 63.8
mux2i_1: 12 / 120
a221o_1: 4 / 40.0
nand2_1: 69 / 259
or3_1: 4 / 25.0
buf_2: 12 / 60.1
xor2_1: 4 / 35.0
a22o_1: 8 / 70.1
nand3_1: 27 / 135
a31oi_1: 13 / 81.3
a31oi_2: 4 / 50.1
routing by layer:
metal / global-route usage (%) / vias up / part of all wire [%]
li1: - / 3117 / -
met1: 65.4 / 3425 / 38
met3: 19.4 / 196 / 15
met5: 1.44 / - / 0
met2: 73.6 / 681 / 41
met4: 19.2 / 0 / 6.5
where the power goes:
part           total [W]  internal (W)  switching (W)
clock network          0             0              0
registers              0             0              0
logic           0.000615      0.000291       0.000324
total           0.000615      0.000291       0.000324
logic make-up (layout without fill, tap and decap cells):
logic type	count (synthesis)	after routing	share of synthesized area (%)
and+or+nand+nor	255	255	26.9
muxes	17	17	3.54
buffers and inverters	101	372	8.95
AOI/OAI and AO/OA	230	230	34.2
xor gates and xnor gates	14	14	2.61
adders and majority gates	83	83	23.8
path summary, 6_finish.rpt:
path                       start    endpoint  slack (ns)  depth (start not counted)
worst max-delay path  addrb_i[0]  disp0_o[3]       -4.67                         51
worst min-delay path    invert_i  disp5_o[1]        4.93                          6
repair_timing:
item | CTS | global route
pin swaps | 114 | 61
setup endpoints to repair | 57 | 57
buffers inserted | 77 | 26
resized | 280 | 49
worst min-delay path: stages:
cell	delay, ns
dlygate4sd2_1	0.26
buf_4	0.20
buf_4	0.13
nand2_1	0.19
o21ai_1	0.15
buf_2	0.10
metrics by stage:
stage,power [W],setup WS [ns],area [um2],hold WS (ns),TNS [ns]
floorplan,0.000250,-3.94,5490,4.15,-170.72
global placement,0.000444,-5.03,7280,5.26,-232.83
detailed placement,0.000456,-5.18,7280,5.30,-241.25
CTS,0.000508,-4.85,8210,4.88,-224.91
global route,0.000648,-4.97,8490,4.97,-229.55
finish,0.000615,-4.67,8490,4.93,-212.61
cell type report:
class | count | area share (%)
Timing Repair Buffer | 313 | 30.1
Multi-Input combinational cell | 599 | 65.1
Tap cell | 133 | 1.96
Inverter | 59 | 2.78
No activity file was given, so power comes from the tool's default toggle rates.
